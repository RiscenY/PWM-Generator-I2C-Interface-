--- flow/config.mk ---
export PLATFORM = sky130hd
export DESIGN_NAME = pwmGen
export DESIGN_NICKNAME = pwmGen
export VERILOG_FILES = /design/flow/design.v
export SDC_FILE = /design/flow/constraint.sdc
export NUM_CORES = 4
export LEC_CHECK = 1
export CORE_UTILIZATION = 30
--- flow/constraint.sdc ---
current_design pwmGen

set clk_period 5.9
set clk_io_pct 0.2

create_clock -name clk0 -period $clk_period [get_ports {clkpwm}]
create_clock -name clk1 -period $clk_period [get_ports {clksys}]

set non_clock_inputs [all_inputs -no_clocks]
set_input_delay [expr $clk_period * $clk_io_pct] -clock clk0 $non_clock_inputs
set_output_delay [expr $clk_period * $clk_io_pct] -clock clk0 [all_outputs]
--- flow/design.v ---
`timescale 1ns / 1ps
module pwmGen(
    input                               clksys                     ,
    input                               clkpwm                     ,
    input                               rst_n                      ,
    input              [   7:0]         ctrl                       ,
    input              [  15:0]         fre_div                    ,
    input              [   7:0]         pattern                    ,
    input              [   7:0]         interval0                  ,
    input              [   7:0]         interval1                  ,
    input              [   7:0]         interval2                  ,
    input              [   7:0]         interval3                  ,
    output reg                          pwm                         
    );
wire                   [   3:0]         patternlist                ;
assign patternlist[0] = (pattern[7:6] == 2'b10)? 1'b1:((pattern[7:6] == 2'b01)? 1'b0 : 1'bz);
assign patternlist[1] = (pattern[5:4] == 2'b10)? 1'b1:((pattern[5:4] == 2'b01)? 1'b0 : 1'bz);
assign patternlist[2] = (pattern[3:2] == 2'b10)? 1'b1:((pattern[3:2] == 2'b01)? 1'b0 : 1'bz);
assign patternlist[3] = (pattern[1:0] == 2'b10)? 1'b1:((pattern[1:0] == 2'b01)? 1'b0 : 1'bz);
wire                    [  10:0]        threshold1;
wire                    [  10:0]        threshold2;
wire                    [  10:0]        threshold3;
assign threshold1 = interval0 + interval1;
assign threshold2 = threshold1 + interval2;
assign threshold3 = threshold2 + interval3;
reg                    [  15:0]         pwmcnt                     ;
wire                                    pwmcnt_full                ;
reg                                     pwmcntfull_etd             ;
reg                    [   3:0]         periodcnt                  ;
reg                    [   1:0]         perioddone                 ;
parameter                           IDLE = 1'b0                ;
parameter                           L0 = 1'b1                  ;
reg                                     currentstate, nextstate    ;
reg                    [   2:0]         pwmcurstate                ;
always@(posedge clksys or negedge rst_n) begin
    if(!rst_n) currentstate <= IDLE;
    else currentstate <= nextstate;
end
always@(*) begin
    case(currentstate)
        IDLE:begin
                if(ctrl[0]) nextstate = L0;
                else nextstate = IDLE;
            end
        L0:begin
                if(!ctrl[0]&perioddone[1]) nextstate = IDLE;
                else nextstate = L0;
        end
        default: nextstate = IDLE;
    endcase
end
always@(posedge clkpwm or negedge rst_n) begin
    if(!rst_n) pwmcurstate <= {IDLE, IDLE, IDLE};
    else pwmcurstate[2:0] <= {pwmcurstate[1:0], nextstate};
end
always@(posedge clkpwm or negedge rst_n) begin
    if(!rst_n) pwm <= 1'bz;
    else begin
        case(pwmcurstate[2])
            IDLE: pwm <= 1'bz;
            L0: begin
                if (pwmcnt < interval0) pwm <= patternlist[0];
                else if (pwmcnt  < threshold1) pwm <= patternlist[1];
                else if (pwmcnt  < threshold2) pwm <= patternlist[2];
                else if (pwmcnt  < threshold3) pwm <= patternlist[3];
                else pwm <= 1'bz;
            end
            default: pwm <= 1'bz;
        endcase
    end
end
always@(posedge clkpwm or negedge rst_n) begin
    if(!rst_n) pwmcnt <= 16'h0;
    else begin
        if(pwmcnt >= fre_div) pwmcnt <= 16'h0;
        else pwmcnt <= pwmcnt + 1'b1;
    end
end
assign pwmcnt_full = (pwmcnt == fre_div);
always@(posedge clkpwm or negedge rst_n) begin
    if(!rst_n) begin
        periodcnt <= 4'b0;
        pwmcntfull_etd <= 1'b0;
    end
    else begin
        if(pwmcnt_full) begin
            periodcnt <= periodcnt + 4'b1;
            pwmcntfull_etd <= 1'b1;
        end
        else begin
            if(pwmcntfull_etd) begin
                if(periodcnt >= 4'b1111) begin
                    periodcnt <= 4'b0;
                    pwmcntfull_etd <= 1'b0;
                end
                else begin
                    periodcnt <= periodcnt + 4'b1;
                end
            end
            else begin
                periodcnt <= 4'b0;
            end
        end
    end
end
always@(posedge clksys or negedge rst_n) begin
    if(!rst_n) perioddone <= 2'b0;
    else begin
        perioddone[1:0] <= {perioddone[0], pwmcntfull_etd};
    end
end
endmodule
--- flow/run.sh ---
#!/bin/bash
# OpenROAD 26Q1-2900-gdf79404cd8, Yosys 0.63+post, stock flow scripts
make -C /OpenROAD-flow-scripts/flow DESIGN_CONFIG=/design/flow/config.mk WORK_HOME=/design/flow/orfs finish
==> results.yml <==
# generated from flow reports
outcome:
  status: "finished, final reports clean"
placement:
  finalWeightedCongestion: 0.8172
  post-place-ws_ns: 0.3813
  io_buffer_count: 50
  dpl.hpwl_um: 4309
routing:
  drc_errors: 0
  viasPerCell: 4.707
  num_vias: 2043
  drtPass1Iterations: 4
  wl_per_cell_um: 11.57
  drt_iter0_drc: 66
  wirelength_um: 5023
  ant_nets: 0
  antenna_cells: 0
setup_path:
  slowest_stage: "clkdlybuf4s50_1"
  r2r-start: "pwmcnt[7]"
  path_max_fanout: 2
  required_ns: 6.06
  worst-setup-path-type: "input pin to flip-flop"
  crit_path_start_kind: "input pin"
  r2r_cells: 7
  arrival_ns: 5.44
  crit_cells: 20
  critPathMaxStageDelay_ns: 0.44
  crit_buf_inv: 1
  end_kind: "flip-flop"
  path_cells: "clkdlybuf4s50_1 > ha_1 > fa_1 > a21o_1 > a21oi_2 > o21ai_1 > or2_1 > xor2_1 > ha_1 > o21ai_0 > nand2b_1 > a21oi_1 > a21oi_1 > xor2_1 > ha_1 > and3_1 > nand4b_1 > a311o_1 > a22o_1 > a31oi_1"
  crit_path_frequent_cell: "ha_1"
  crit_family: "AND-OR/OR-AND gates"
  startpoint: "interval0[0]"
floorplanning:
  initCoreUtil_pct: 30.97
  io_pins: 68
  die_w_um: 91.09
  chip_area_mm2: 0.008297
  core-area_mm2: 0.007687
  rows: 32
  die.size.y_um: 91.09
cells_and_area:
  drive_above_1_share_pct: 3.313
  syn_to_final_growth_pct: 27.90
final_timing:
  fin_skew_ns: 0.002570
  rsz0062_at_grt: "false"
  worst_pin_slew_ns: 0.7657
  setup_tns_ns: 0
  setup_viol: 0
  slew_viol_final: 0
  worst_slack_ns: 0.6241
  final-hold-violation-count: 0
  relSlewSlack_pct: 48.80
global_routing:
  antenna_found_initial: 0
  grt_pass1_wl_um: 8576
  grt_overflow_total: 0
  first_global_vias: 1905
  use_met3_pct: 1.361
  busiest_layer: "met2"
  grtUsageMet1_pct: 19.65
  grt_max_degree: 18
  grt_usage_pct: 12.78
  met2_usage_pct: 20.64
synth:
  yosysUniqueCellTypes: 43
  postSynthSeqShare_pct: 17.87
  top_cells_by_area: "ha_1 (30%), dfrtp_1 (18%), xor2_1 (6.3%)"
  synthDominantCellAreaShare_pct: 29.95
  synth_area_mm2: 0.002381
  synthCells: 280
  ys_area_mm2: 0.002381
  synth_stat.cells: 280
  synth-edff-count: 0
  yosysTopAreaCell: "ha_1"
  ff_type: "dfrtp_1"
  ys_ff: 17
  syn_avg_cell_area_um2: 8.504
  ys_async_sr_fraction_pct: 100.0
  synth_warnings: 9
clock_tree:
  cts_repair_resize_count: 0
  clk_path_buf_depth: 2
  cts.htree.levels: 1
  cts_tree: "built"
  clkTransAtPathRegs_ns: 0.06
  cts_sinks: 17
  cts-root-buf: "clkbuf_8"
  cts_buffers: 3
  cts_setup_buffers: 0
  cts_hold_buffers: 0
hold_path:
  whs_path_depth: 1
  hold_path_class: "flip-flop to flip-flop"
  min_from: "pwmcnt[0]"
power_and_ir_drop:
  p_seq_share_pct: 26.4
  swShare_pct: 42.96
  share_comb_of_total_power_pct: 62.1
  p_int_w: 0.0004189
  clock_power_share_pct: 11.5
  powerDensity_mw_per_mm2: 241.1
  vdd_drop_max_mv: 0.1065
  p_switching_w: 0.0003154
  p_leak_nw: 1.553
run:
  drv_cap: 0
  warning_count: 43
-- power groups by stage --
stage         clock network, W  registers (W)  logic [W]
global route         0.0000929       0.000201   0.000526
CTS                  0.0000881       0.000194   0.000462
finish               0.0000843       0.000194   0.000456
-- metal layers --
| layer | up-vias | routed length [µm] | share of wire, % |
|---|---|---|---|
| met5 | - | 0 | 0 |
| met3 | 2 | 183 | 3.6 |
| li1 | 1098 | - | - |
| met4 | 0 | 29 | 0.58 |
| met2 | 36 | 2242 | 45 |
| met1 | 907 | 2566 | 51 |
-- cells in the mapped netlist (2+ instances only) --
cell / count
a211o_1: 2
a21o_1: 13
a21oi_1: 13
a21oi_2: 2
a31oi_1: 2
and3_1: 4
dfrtp_1: 17
fa_1: 2
ha_1: 57
inv_1: 39
nand2_1: 12
nand2b_1: 4
nand3_1: 5
nand4_1: 12
nand4b_1: 2
nor2_1: 25
nor2b_1: 4
nor3_1: 5
o21ai_0: 7
o21ai_1: 5
xnor2_1: 10
xor2_1: 17
-- worst register-to-register path: cells and delay by family, from the launching register on --
kind,cells,cell delay [ns]
adders and majority gates,1,0.35
DFF,1,0.49
and+or+nand+nor,3,0.40
AOI/OAI and AO/OA,3,0.72
-- layout by cell type (no fill, tap or decap), types with 2 or more instances in the layout --
| cell | count |
|---|---|
| fa_1 | 2 |
| nand3_1 | 5 |
| xnor2_1 | 10 |
| dfrtp_1 | 17 |
| nor2_1 | 25 |
| o21ai_1 | 5 |
| nor2b_1 | 4 |
| ha_1 | 57 |
| xor2_1 | 17 |
| o21ai_0 | 7 |
| a211o_1 | 2 |
| a21o_1 | 13 |
| nor3_1 | 5 |
| inv_1 | 39 |
| nand4_1 | 12 |
| a21oi_2 | 2 |
| nand4b_1 | 2 |
| and3_1 | 4 |
| nand2_1 | 12 |
| clkbuf_8 | 3 |
| clkdlybuf4s50_1 | 50 |
| a21oi_1 | 13 |
| nand2b_1 | 4 |
| a31oi_1 | 2 |
-- registers in the layout, indices dropped and copies added, names as in the netlist --
| register | cells |
|---|---|
| pwm | 1 |
| pwmcnt | 16 |
-- cells by family after synthesis --
logic type	count (synthesis)	share of synthesized area (%)
simple gates	81	17.76
xor+xnor	27	9.931
buf+inv	41	6.516
flops	17	17.87
fa+ha+maj	59	31.63
compound gates	55	16.29
-- through the flow --
stage	power (W)	instance area [µm²]	hold WS (ns)	instances	utilization, %
floorplan	0.0005171	2381	0.5019	280	-
detailed placement	0.0006511	3000	0.5574	430	39.03
CTS	0.0007444	3045	0.5674	434	39.62
finish	0.0007344	3045	0.5631	434	39.62
global route	0.0008195	3045	0.5975	434	39.62
global placement	0.0006370	3000	0.5601	430	39.03
-- worst paths after layout --
check                              to  slack (ns)
max                               pwm        0.62
min in group asynchronous   pwmcnt[3]        1.38
min                         pwmcnt[0]        0.56
min reg2reg                 pwmcnt[0]        0.56
max reg2reg                       pwm        3.86
max in group asynchronous  pwmcnt[10]        4.04
-- layout make-up --
class	instances	area [µm²]
Clock buffer	4	45.04
Fill cell	806	4642
Inverter	39	146.4
Multi-Input combinational cell	222	1800
Sequential cell	17	425.4
Tap cell	102	127.6
Timing Repair Buffer	50	500.5
Power figures rest on the tool's default switching activity, not on a simulated workload.
